### design/flow/design.v
`timescale 1ns/1ps
module jtdd_prom_we(
    input                clk,
    input                downloading,
    input      [24:0]    ioctl_addr,
    input      [ 7:0]    ioctl_data,
    input                ioctl_wr,
    output reg [21:0]    prog_addr,
    output reg [ 7:0]    prog_data,
    output reg [ 1:0]    prog_mask,  
    output reg           prog_we,
    output reg           prom_we,
    input                sdram_ack
);
parameter PW=1;
parameter BANK_ADDR   = 22'h00000;
parameter MAIN_ADDR   = 22'h20000;
parameter SND_ADDR    = 22'h28000;
parameter ADPCM_0     = 22'h30000;
parameter ADPCM_1     = 22'h40000;
parameter CHAR_ADDR   = 22'h50000;
parameter SCRZW_ADDR  = 22'h60000;
parameter SCRXY_ADDR  = 22'h80000;
parameter OBJWZ_ADDR  = 22'hA0000;
parameter OBJXY_ADDR  = 22'hE0000;
parameter MCU_ADDR    = 22'h120000;
parameter PROM_ADDR   = 22'h124000;
localparam SCRWR = 5'd6;
localparam OBJWR = 5'd8;
localparam [4:0] OBJHALF = OBJXY_ADDR[20:16]-OBJWZ_ADDR[20:16];
reg set_strobe, set_done;
reg [PW-1:0] prom_we0 = {PW{1'd0}};
always @(posedge clk) begin
    prom_we <= {PW{1'd0}};
    if( set_strobe ) begin
        prom_we <= prom_we0;
        set_done <= 1'b1;
    end else if(set_done) begin
        set_done <= 1'b0;
    end
end
wire [3:0] scr_msb  = ioctl_addr[19:16]-SCRZW_ADDR[19:16];
wire [3:0] scr2_msb = ioctl_addr[19:16]-SCRXY_ADDR[19:16];
wire [4:0] obj_msb  = ioctl_addr[20:16]-OBJWZ_ADDR[20:16];
wire [4:0] obj2_msb = ioctl_addr[20:16]-OBJXY_ADDR[20:16];
wire       scr_top  = scr_msb[1];
wire       obj_top  = obj_msb>=OBJHALF;
wire [1:0] mask8    = {~ioctl_addr[0], ioctl_addr[0]};
always @(posedge clk) begin
    if( set_done ) set_strobe <= 1'b0;
    if ( ioctl_wr ) begin
        prog_we   <= 1'b1;
        prog_data <= ioctl_data;
        if(ioctl_addr[21:16] < ADPCM_0[21:16]) begin  
            prog_addr <= {1'b0, ioctl_addr[21:1]};
            prog_mask <= mask8;
        end
        else if(ioctl_addr[21:16] < CHAR_ADDR[21:16]) begin  
            prog_addr <= {1'b0, ioctl_addr[21:1]};
            prog_mask <= mask8;
        end
        else if(ioctl_addr[21:16] < SCRZW_ADDR[21:16]) begin  
            prog_addr <= {1'b0, ioctl_addr[21:5], ioctl_addr[2:0], ioctl_addr[4]};
            prog_mask <= {~ioctl_addr[3], ioctl_addr[3]};
        end
        else if(ioctl_addr[21:16] < OBJWZ_ADDR[21:16] ) begin  
            prog_mask <= scr_top ? 2'b01 : 2'b10;
            prog_addr <= { SCRWR+{1'b0,scr_top ? scr2_msb : scr_msb}, 
                ioctl_addr[15:6], ioctl_addr[3:0], ioctl_addr[5:4] };
        end
        else if(ioctl_addr[21:16] < MCU_ADDR[21:16] ) begin  
            prog_mask <= !obj_top ? 2'b10 : 2'b01;
            prog_addr <= { OBJWR+( obj_top  ? obj2_msb : obj_msb), 
                ioctl_addr[15:6], ioctl_addr[3:0], ioctl_addr[5:4] };
        end
        else if(ioctl_addr[21:12] < PROM_ADDR[21:12] ) begin  
            prog_addr <= { 6'hC,3'b0, ioctl_addr[13:1] };
            prog_mask <= mask8;
        end
        else begin  
            prog_addr <= ioctl_addr[21:0];
            prog_we   <= 1'b0;
            prog_mask <= 2'b11;
            prom_we0  <= ioctl_addr[10:8] == 3'd0;
            set_strobe<= 1'b1;
        end
    end
    else begin
        if(sdram_ack || !downloading) prog_we  <= 1'b0;
        prom_we0 <= {PW{1'd0}};
    end
end
endmodule
### design/flow/run.sh
#!/bin/bash
# OpenROAD 26Q1-2900-gdf79404cd8, Yosys 0.63+post, stock flow scripts
make -C /OpenROAD-flow-scripts/flow DESIGN_CONFIG=/design/flow/config.mk WORK_HOME=/design/flow/orfs finish
### design/flow/config.mk
export PLATFORM = sky130hd
export DESIGN_NAME = jtdd_prom_we
export DESIGN_NICKNAME = jtdd_prom_we
export VERILOG_FILES = /design/flow/design.v
export SDC_FILE = /design/flow/constraint.sdc
export NUM_CORES = 4
export LEC_CHECK = 1
export CORE_UTILIZATION = 40
### design/flow/constraint.sdc
current_design jtdd_prom_we

set clk_period 3.0
set clk_io_pct 0.2

create_clock -name clk0 -period $clk_period [get_ports {clk}]

set non_clock_inputs [all_inputs -no_clocks]
set_input_delay [expr $clk_period * $clk_io_pct] -clock clk0 $non_clock_inputs
set_output_delay [expr $clk_period * $clk_io_pct] -clock clk0 [all_outputs]
==> flow_results.xml <==
<?xml version="1.0" encoding="UTF-8"?>
<metrics>
  <group name="sta">
    <metric name="timing_worst_slew_pin_value" unit="ns">0.5541</metric>
    <metric name="maxClockFrequency" unit="MHz">393.6</metric>
    <metric name="finalWorstSetupSlack" unit="ns">0.4591</metric>
    <metric name="finClkSkew" unit="ns">0.001979</metric>
    <metric name="hold_violations" unit="">0</metric>
    <metric name="setup_total_negative_slack" unit="ns">0</metric>
    <metric name="layout_worst_path_cycle_share" unit="%">84.70</metric>
    <metric name="report.final.slew_viol_count" unit="">0</metric>
    <metric name="timing.final.setup_violations" unit="">0</metric>
    <metric name="fin_crit" unit="ns">2.541</metric>
    <metric name="worst_slew_margin_rel" unit="%">62.94</metric>
    <metric name="grt_setup_unrepaired" unit="">false</metric>
  </group>
  <group name="placed_design">
    <metric name="dp_hpwl" unit="mm">3.435</metric>
    <metric name="place_inst" unit="">314</metric>
    <metric name="gpl.final_weighted_congestion" unit="">0.8859</metric>
    <metric name="count_of_buffers_inserted_at_the_top_level_ports" unit="">67</metric>
    <metric name="pre_cts_slack" unit="ns">0.1781</metric>
  </group>
  <group name="global_route">
    <metric name="maximum_number_of_pins_on_one_net_before_global_route_repair" unit="">26</metric>
    <metric name="gr-usage-all-layers" unit="%">18.84</metric>
    <metric name="first_global_vias" unit="">1500</metric>
    <metric name="initial_antenna_violation_count" unit="">0</metric>
    <metric name="globalRoute.totalOverflow" unit="">0</metric>
    <metric name="wire_length_of_the_first_global_routing_pass" unit="mm">7.334</metric>
  </group>
  <group name="pwr">
    <metric name="share_seq_of_total_power" unit="%">47.4</metric>
    <metric name="vdd_ir_drop_max" unit="V">0.0002153</metric>
    <metric name="static-leakage-power" unit="nW">1.059</metric>
    <metric name="clock_power_share" unit="%">32.9</metric>
    <metric name="p_comb_share" unit="%">19.6</metric>
    <metric name="cellPowerDensity" unit="nW/um^2">452.3</metric>
    <metric name="internal_dissipation" unit="mW">1.049</metric>
    <metric name="switching_component_of_the_power" unit="mW">0.2722</metric>
    <metric name="netSwitchingFraction" unit="%">20.60</metric>
    <metric name="post-layout-total-power" unit="mW">1.321</metric>
  </group>
  <group name="yosys">
    <metric name="syn-instance-count" unit="">173</metric>
    <metric name="synth.area.top_cells" unit="">edfxtp_1, dfxtp_1, nor3_1</metric>
    <metric name="dominantRegCellSynth" unit="">edfxtp_1</metric>
    <metric name="ys_cells" unit="">173</metric>
    <metric name="yosys-stat-area" unit="sq um">1962</metric>
    <metric name="count_of_warnings_emitted_by_yosys" unit="">1</metric>
    <metric name="synth-edff-count" unit="">33</metric>
    <metric name="synth.cell_area" unit="sq um">1962</metric>
    <metric name="synth_cell_types" unit="">49</metric>
    <metric name="yosys_register_bits" unit="">37</metric>
    <metric name="synth_area_per_cell" unit="sq um">11.34</metric>
    <metric name="synthDominantCellAreaShare" unit="%">50.51</metric>
    <metric name="ys_seq_share" unit="%">54.59</metric>
    <metric name="ys_async_sr_fraction" unit="%">0</metric>
    <metric name="top_cell" unit="">edfxtp_1</metric>
    <metric name="synth.cells.most_frequent" unit="">edfxtp_1, nor2_1, clkbuf_1, nand2_1, nor3_1</metric>
    <metric name="synthDominantAreaCellType" unit="">edfxtp_1</metric>
  </group>
  <group name="cells_and_area">
    <metric name="post_route_cells_drive_above_1_share" unit="%">14.90</metric>
    <metric name="final_non_filler_cells" unit="">322</metric>
    <metric name="syn2layout_area_growth" unit="%">48.92</metric>
    <metric name="fin_util" unit="%">61.85</metric>
  </group>
  <group name="clock_tree">
    <metric name="holdBufCountCts" unit="">0</metric>
    <metric name="number_of_buffers_between_clock_root_and_the_deepest_sink" unit="">2</metric>
    <metric name="cts_repair_resize_count" unit="">0</metric>
    <metric name="setup_fix_bufs_post_cts" unit="">0</metric>
    <metric name="clock-sinks" unit="">37</metric>
    <metric name="cts-root-buf" unit="">clkbuf_8</metric>
    <metric name="clk_latency" unit="ns">0.28</metric>
    <metric name="path_clk_slew" unit="ns">0.07</metric>
    <metric name="cts-htree-levels" unit="">2</metric>
    <metric name="tritoncts" unit="">yes</metric>
    <metric name="cts_inserted_buffers" unit="">5</metric>
  </group>
  <group name="route">
    <metric name="drc_violation_count_after_routing" unit="">0</metric>
    <metric name="totalWireLength" unit="mm">4.432</metric>
    <metric name="routed_wire_length_per_instance" unit="um">13.76</metric>
    <metric name="drt_iter0_drc" unit="">93</metric>
    <metric name="antennaDiodeCount" unit="">0</metric>
    <metric name="vias_per_cell" unit="">5.211</metric>
    <metric name="number_of_optimization_iterations_in_the_first_detailed_route_pass" unit="">4</metric>
    <metric name="detailroute.via_count" unit="">1678</metric>
    <metric name="ant_nets" unit="">0</metric>
  </group>
  <group name="setup_path">
    <metric name="criticalPathCategory" unit="">in2reg</metric>
    <metric name="timing.reg2reg.setup_slack" unit="ns">2.35</metric>
    <metric name="worst_setup_path_start_kind" unit="">input pin</metric>
    <metric name="crit_path_max_fanout" unit="">5</metric>
    <metric name="worst_setup_path_end_kind" unit="">flip-flop</metric>
    <metric name="timing.critical_path.required" unit="ns">3.03</metric>
    <metric name="cp.arrival" unit="ns">2.57</metric>
  </group>
  <group name="floorplanning">
    <metric name="core_util_floorplan" unit="%">41.54</metric>
    <metric name="die_w" unit="um">72.04</metric>
    <metric name="design.core.area" unit="sq um">4723</metric>
    <metric name="fp-row-count" unit="">25</metric>
    <metric name="dieArea" unit="sq um">5189</metric>
    <metric name="die-height" unit="um">72.04</metric>
    <metric name="top_level_ports" unit="">71</metric>
  </group>
  <group name="outcome">
    <metric name="outcome" unit="">finished, final reports clean</metric>
  </group>
  <group name="job">
    <metric name="log.warning_count" unit="">29</metric>
    <metric name="max_cap_violations" unit="">0</metric>
  </group>
  <group name="min_path">
    <metric name="min-delay-path-class" unit="">reg2reg</metric>
  </group>
</metrics>
[metrics by stage]
step | hold slack, ns | instance area [sq um]
floorplan | 0.3443 | 1962
global placement | 0.3544 | 2801
detailed placement | 0.3540 | 2801
CTS | 0.3717 | 2922
global route | 0.3789 | 2922
finish | 0.3708 | 2922
[placed cells by master (no fill, tap or decap), types with 2 or more instances in the layout]
master	instances
a211oi_1	2
a21oi_1	8
a221o_1	2
a22o_1	4
a311oi_1	2
a31oi_1	4
buf_4	18
clkbuf_8	6
clkdlybuf4s50_1	67
dfxtp_1	4
edfxtp_1	33
ha_1	3
inv_1	8
mux2_1	3
mux2_2	4
nand2_1	9
nand3_1	4
nor2_1	10
nor2b_1	2
nor3_1	9
o211ai_1	4
o21a_1	4
o21ai_0	7
o221ai_1	2
o31a_1	2
o31ai_1	3
or2_2	2
or3_1	5
xnor2_1	2
[final timing paths]
path / startpoint / endpoint / cells after the start
worst min register to register: set_strobe / set_done / 0
worst max-delay path: ioctl_addr[14] / prog_addr[10] / 5
worst max register to register: set_done / set_strobe / 2
worst min-delay path: set_strobe / set_done / 0
[flip-flops by register name, indices dropped and copies added (netlist names)]
name / count
prom_we: 1
prom_we0: 1
prog_addr: 22
prog_data: 8
prog_mask: 2
set_done: 1
prog_we: 1
set_strobe: 1
[routing by layer]
| metal | GRT usage (%) | up-vias | share of wire [%] |
|---|---|---|---|
| met2 | 28.09 | 69 | 46 |
| li1 | - | 832 | - |
| met3 | 3.662 | 2 | 6.5 |
| met1 | 31.59 | 775 | 47 |
| met4 | 2.179 | 0 | 0.70 |
| met5 | 0 | - | 0 |
[critical path: stages]
cell	delay, ns
clkdlybuf4s50_1	0.49
or4b_4	0.57
or4_4	0.46
nand2_4	0.12
mux2_1	0.32
[power by group through the flow]
stage	Clock (mW)	Sequential [mW]	Combinational, mW
4_1_cts	0.447	0.628	0.261
6_report	0.435	0.627	0.259
5_1_grt	0.476	0.630	0.285
[final cells by class]
class	instances	area [sq um]
Sequential cell	37	1071
Tap cell	67	83.83
Inverter	8	30.03
Clock buffer	6	82.58
Fill cell	387	1802
Timing Repair Buffer	85	805.8
Clock inverter	2	37.54
Multi-Input combinational cell	117	810.8
[cell families after synthesis]
kind of cell,after synthesis,synth area share [%]
buf+inv,19,4.081
mux,7,4.018
xor+xnor,3,1.340
simple gates,52,15.12
fa+ha+maj,3,1.913
flops,37,54.59
compound gates,52,18.94
Power and IR drop assume default switching activity.
