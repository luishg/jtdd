$ cat /design/flow/run.sh
#!/bin/bash
# OpenROAD 26Q1-2900-gdf79404cd8, Yosys 0.63+post, stock flow scripts
make -C /OpenROAD-flow-scripts/flow DESIGN_CONFIG=/design/flow/config.mk WORK_HOME=/design/flow/orfs finish
$ cat /design/flow/config.mk
export PLATFORM = sky130hd
export DESIGN_NAME = jtdd_timing
export DESIGN_NICKNAME = jtdd_timing
export VERILOG_FILES = /design/flow/design.v
export SDC_FILE = /design/flow/constraint.sdc
export NUM_CORES = 4
export LEC_CHECK = 1
export CORE_UTILIZATION = 30
$ cat /design/flow/constraint.sdc
current_design jtdd_timing

set clk_period 2.4
set clk_io_pct 0.2

create_clock -name clk0 -period $clk_period [get_ports {clk}]

set non_clock_inputs [all_inputs -no_clocks]
set_input_delay [expr $clk_period * $clk_io_pct] -clock clk0 $non_clock_inputs
set_output_delay [expr $clk_period * $clk_io_pct] -clock clk0 [all_outputs]
$ cat /design/flow/design.v
`timescale 1ns/1ps
module jtdd_timing(
    input              clk,
    input              rst,
    (*direct_enable*) input pxl_cen,
    input              flip,
    output reg [7:0]   VPOS=8'd0,  
    output     [7:0]   HPOS,  
    output reg         VBL=1'b0,
    output reg         HBL=1'b0,
    output reg         VS=1'b0,
    output reg         HS=1'b0,
    output     [5:0]   M        
);
reg [8:0] hn=9'd0;
reg [7:0] vn=8'he0;
reg [7:0]  m;
wire hover = hn==9'd383;
wire [8:0] nextn = hover ? 9'd0 : hn+9'd1;
reg aux=1'b0;
reg preVBL;
always @(posedge clk) begin
    VPOS <= vn ^ {8{flip}};
end
assign M = m[5:0];
assign HPOS = hn[7:0] ^ {8{flip}};
wire [8:0] HS1 = 9'd245+((9'd383-9'd255)>>1);
wire [8:0] HS0 = 9'd265+((9'd383-9'd255)>>1);
always @(posedge clk) if(pxl_cen) begin
    m  <= 8'd0;
    if( nextn[0] ) m[nextn[3:1]] <= 1'b1;
    hn <= nextn;
    if( hn==HS1 ) begin
        HS <= 1'b1;
        if( vn==8'he9 && VBL ) VS <= 1'b1;
        if( vn==8'hed && VBL ) VS <= 1'b0;
    end
    if( hn==HS0 ) HS <= 1'b0;
    if( hn == 9'd255 ) begin
        HBL <= 1'b1;
    end else if( hover )begin
        HBL <= 1'b0;
        VBL <= preVBL;
        if( &vn ) begin
            vn <= (VBL&&!aux) ? 8'he8 : 8'h8;
        end else begin
            vn <= vn + 8'd1;
            if( vn == 8'hF6 ) begin
                preVBL <= 1'b1;
                aux <= VBL;
            end
        end
        if( vn == 8'hff && aux ) preVBL <= 1'b0;
    end
end
endmodule
==> run notes <==
Implementation results. The flow ran to the end, and the final reports show no timing, DRC or antenna violations. Power comes to 1410 uW. Clock-pin slew of the registers on the worst-case setup and hold paths landed at 0.08 ns. The worst setup path is launched from a primary input. For reference, the critical path is launched at flip.

The OpenROAD report gives the critical path a data arrival time of 1.82 ns. By count the netlist is led by sky130_fd_sc_hd__edfxtp_1, sky130_fd_sc_hd__xor2_1, sky130_fd_sc_hd__nor2_1, sky130_fd_sc_hd__nand2_1, sky130_fd_sc_hd__inv_1. In this run the full chip footprint comes out at 7080 sq um. Largest driver fanout on the critical path landed at 16.

Height of the chip landed at 84.1 um. Buffers placed on the I/O ports in this run total 28. Yosys attributes the largest share of cell area to sky130_fd_sc_hd__edfxtp_1, sky130_fd_sc_hd__xor2_1, sky130_fd_sc_hd__dfxtp_1. After detailed routing, the number of vias per cell comes to 4.79. For the worst reg-to-reg path, the startpoint reported by OpenROAD is hn[0]$_DFFE_PP_. In this run, the synthesized area fraction spent on AND-OR/OR-AND gates is recorded as 4.70%. H-tree depth landed at 2. In the routed design, unresolved DRC markers number 0. After Yosys synthesis, full adders, half adders and majority gates account for 5.57% of the synthesized area. After detailed placement, the total cell area comes to 2440 sq um. The post-synth count of flops with an enable pin is 29.

Counting along the longest clock path gives a buffer depth of 2. A synthesized cell averages 11.3 sq um. The synthesized netlist devotes 20.3% of its cell area to simple gates. Per the synthesis report, the dominant area consumer among library cells is sky130_fd_sc_hd__edfxtp_1. The violation tally recorded at the end of detailed-routing iteration 0 is 25. TritonCTS built the clock tree. The synthesized netlist handed to floorplanning was reported with a cell count of 179.

Across the VDD grid, the largest voltage drop is 240 uV. Global routing consumed, over all layers together, 11.2% of the routing resources. The number of antenna violations at the first check in global routing came to 0. The final route contains 1398 vias. Checking hold timing, the worst path is listed with class reg -> reg. In this run the power density over the cells is 558 nW/um^2. Setup violations remaining at the end of the flow were counted as 0. Based on the critical path, the design can be clocked at up to 434 MHz. Clock skew after layout landed at 0.00612 ns. In the Yosys stats the netlist draws on 42 distinct library cells.

The most frequently used library cell after synthesis is sky130_fd_sc_hd__edfxtp_1. Fraction of the yosys area taken by sequential cells landed at 51.0%. Per the TritonCTS log, the buffer count is 5. The tool flagged a number of max-cap violations equal to 0. The analysis attributes to cell leakage a power of 0.000946 uW. The region available for standard cell placement spans 6420 sq um. The cell sitting at the root of the clock tree is a sky130_fd_sc_hd__clkbuf_8.

The share of the core area taken by cells at floorplan is 31.5%. Data required time at the worst endpoint landed at 1.92 ns. Looking at the max-slew report, the worst-margin pin has a slew of 0.414 ns. The clock tree has to reach 37 sinks. Overall routed net length landed at 3700 um.

The total overflow left after global routing is 0. Relative slew slack landed at 72.2%. Total of hold buffers inserted after clock tree synthesis landed at 0. Total non-filler cell area in the finished layout landed at 2530 sq um.

Pin count of the biggest net entering global routing landed at 17. Post-cts resize count landed at 0. Number of synthesis warnings landed at 1. Area added between synthesis and finish landed at 24.9%. In this run the horizontal extent of the chip is 84.1 um. Number of warnings the tools reported landed at 31.

The final timing summary puts the cycle share of the worst path at 96.0%. For this run, the script counts the antenna cells in the layout as 0. Number of hold violations in the final report landed at 0. Weighted congestion reported at the end of routability-driven placement landed at 0.806. The report lists the number of standard-cell rows as 29.

By area, the combinational part of the netlist is dominated by simple AND/OR/NAND/NOR gates. Mux contribution to synthesized area landed at 2.60%. STA classifies the critical path endpoint as a primary output. Setup repair after global routing left no endpoint under its margin. Chip area from the yosys synthesis statistics landed at 2020 sq um. Of the total synthesized cell area, the portion taken by XOR and XNOR cells is 11.3%.

Number of synthesized register bits landed at 37. The critical path in this run is classified as in -> out. Clock latency on the worst-skew pair, taken at its later pin, is 0.29 ns. For this design the top-level I/O count stands at 30. Final tally of max-slew violations landed at 0.

The number of global-route vias before repair is 1310. After detailed routing, the average wire length per cell comes to 12.7 um. Fraction of registers with async set or reset after synthesis landed at 0%.

For the finished layout, the period the worst path requires is 2.30 ns. Sum of negative setup slack landed at 0 ns. Detailed placement ended at an HPWL of 2630 um. The number of setup buffers added after CTS is 0. The first global-routing pass estimated 6150 um of wire. In this run the remaining antenna-violating nets after routing total 0.

Before any placement, the netlist area is recorded as 2020 sq um. In the synthesized netlist the dominant register cell turns out to be sky130_fd_sc_hd__edfxtp_1. First-pass iteration count of the detailed router landed at 21.

For the worst min-delay path, the startpoint reported by OpenROAD is preVBL$_SDFFCE_PP0P_. In the Yosys report the total cell count is 179. Share of the synthesized area in the top cell type landed at 43.0%. Of the cells placed in the final design, the portion with a size suffix greater than 1 is 14.4%.
-- layout make-up --
class,instances,area [sq um]
multi-input cells,121,900
inverters,10,37.5
clock inverters,3,17.5
clock buffers,5,68.8
flip-flops and latches,37,1030
fillers,592,3900
repair buffers,39,375
well taps,77,96.3
-- critical path: stages --
cell	delay, ns
sky130_fd_sc_hd__clkdlybuf4s50_1	0.50
sky130_fd_sc_hd__buf_12	0.18
sky130_fd_sc_hd__xor2_1	0.17
sky130_fd_sc_hd__clkdlybuf4s50_1	0.48
-- state kept, by name, summed over array words and instances, names as in the netlist --
register	flops
preVBL	1
m	6
hn	9
vn	8
VBL	1
VS	1
HS	1
HBL	1
aux	1
VPOS	8
-- final timing paths --
check / slack, ns / depth (start not counted) / to
setup / recovery: 0.1 / 4 / HPOS[2]
hold / removal: 0.42 / 0 / VBL$_DFFE_PP_
setup reg to reg: 0.14 / 9 / m[2]$_SDFFCE_PN0P_
hold reg to reg: 0.42 / 0 / VBL$_DFFE_PP_
-- cell usage in the layout, fill, tap and decap left out, types with 2 or more instances in the layout --
cell                               n
sky130_fd_sc_hd__and4_1            2
sky130_fd_sc_hd__nand2_1          11
sky130_fd_sc_hd__xnor2_1           5
sky130_fd_sc_hd__clkdlybuf4s50_1  28
sky130_fd_sc_hd__nand2b_1          6
sky130_fd_sc_hd__dfxtp_1           8
sky130_fd_sc_hd__nor3_1            2
sky130_fd_sc_hd__a31oi_1           2
sky130_fd_sc_hd__nor3_2            2
sky130_fd_sc_hd__inv_1            10
sky130_fd_sc_hd__mux2_2            2
sky130_fd_sc_hd__clkinv_2          2
sky130_fd_sc_hd__clkbuf_8          5
sky130_fd_sc_hd__mux2i_1           3
sky130_fd_sc_hd__nor2_1           14
sky130_fd_sc_hd__nand3_2           2
sky130_fd_sc_hd__nor4_1            3
sky130_fd_sc_hd__xor2_1           21
sky130_fd_sc_hd__a21oi_1           4
sky130_fd_sc_hd__edfxtp_1         29
sky130_fd_sc_hd__and3_1            3
sky130_fd_sc_hd__nand3_1           7
sky130_fd_sc_hd__ha_1              9
sky130_fd_sc_hd__buf_4            10
sky130_fd_sc_hd__o21ai_0           5
-- stage by stage --
stage	util [%]	instances	hold WS, ns	setup WS [ns]
2_1_floorplan	-	179	0.400	0.0891
3_3_place_gp	38.0	284	0.407	0.112
3_5_place_dp	38.0	284	0.411	0.0911
4_1_cts	39.3	292	0.429	0.0901
5_1_grt	39.3	292	0.447	0.0177
6_report	39.3	292	0.425	0.0953
-- metal layers --
metal / vias to the layer above / share of wire (%) / GRT usage [%]
met5: - / 0 / 0
met4: 0 / 0.84 / 1.41
met3: 5 / 5.7 / 2.31
met2: 37 / 47 / 17.8
met1: 663 / 47 / 17.0
li1: 693 / - / -
-- report_power, final --
part	leakage (uW)	internal [uW]	switching [uW]	total (uW)
Sequential	0.000336	721	25.9	747
Combinational	0.000566	137	103	240
Clock	0.0000439	200	224	424
Total	0.000946	1060	353	1410
-- cells by family after synthesis --
family / after synthesis
buffers and inverters: 21
and+or+nand+nor: 65
adders and majority gates: 9
muxes: 5
xor gates and xnor gates: 26
DFF: 37
AOI/OAI and AO/OA: 16
Power figures rest on the tool's default switching activity, not on a simulated workload.
